$ cat constraint.sdc
current_design CRC

set clk_period 1.1
set clk_io_pct 0.2

create_clock -name clk0 -period $clk_period [get_ports {clk}]

set non_clock_inputs [all_inputs -no_clocks]
set_input_delay [expr $clk_period * $clk_io_pct] -clock clk0 $non_clock_inputs
set_output_delay [expr $clk_period * $clk_io_pct] -clock clk0 [all_outputs]
$ cat run.sh
#!/bin/bash
# OpenROAD 26Q1-2900-gdf79404cd8, Yosys 0.63+post, stock flow scripts
make -C /OpenROAD-flow-scripts/flow DESIGN_CONFIG=/design/flow/config.mk WORK_HOME=/design/flow/orfs finish
$ cat design.v
module CRC(
	input wire [7:0]data,
	input wire clk,
	input wire reset,
    	input wire enable,
	output reg [15:0] CRCOut);
	parameter PLOY_16 = 16'h6363;
	reg [15:0]crc_reg = 16'h6363;
	reg temp;
	reg [4:0]i;
	always@(posedge clk or posedge reset) begin
		if(reset) begin
			CRCOut = 16'h0;
			crc_reg = 16'h6363;
		end
		else if(enable) begin
			crc_reg = 16'h6363;
			crc_reg[7:0] = crc_reg[7:0]^data[7:0];
			for(i=0;i<8;i=i+1) begin
				temp = crc_reg[0];
				crc_reg <= crc_reg>>1;
				if(temp==1) begin
					crc_reg <= crc_reg^PLOY_16;
				end
			end
			CRCOut[0] = crc_reg[15];
			CRCOut[1] = crc_reg[14];
			CRCOut[2] = crc_reg[13];
			CRCOut[3] = crc_reg[12];
			CRCOut[4] = crc_reg[11];
			CRCOut[5] = crc_reg[10];
			CRCOut[6] = crc_reg[9];
			CRCOut[7] = crc_reg[8];
			CRCOut[8] = crc_reg[7];
			CRCOut[9] = crc_reg[6];
			CRCOut[10] = crc_reg[5];
			CRCOut[11] = crc_reg[4];
			CRCOut[12] = crc_reg[3];
			CRCOut[13] = crc_reg[2];
			CRCOut[14] = crc_reg[1];
			CRCOut[15] = crc_reg[0];
		end
	end
endmodule
$ cat config.mk
export PLATFORM = sky130hd
export DESIGN_NAME = CRC
export DESIGN_NICKNAME = CRC
export VERILOG_FILES = /design/flow/design.v
export SDC_FILE = /design/flow/constraint.sdc
export NUM_CORES = 4
export LEC_CHECK = 1
export CORE_AREA = 10 10 70 70
export DIE_AREA = 0 0 80 80
==> flow_metrics.tcl <==
# yosys + openroad results
set metrics [dict create \
    io_buffer_count 22 \
    final.fill_count 383 \
    chipWidth_um 80 \
    insertion_delay_ns 0.25 \
    cts.sinks 9 \
    pwr-share-seq 0.501 \
    synth_area_leader_cell "dfrtp_1" \
    finalClockPeriodUsage 1.00 \
    cp-start-kind "flop" \
    critPathKind "reg -> out" \
    largest_reg_flops 9 \
    track_usage 0.0326 \
    area_leaders "dfrtp_1, buf_4, mux2_4, mux2_2, a21oi_1" \
    ir_drop_v 0.000490 \
    ys.flop_type "dfrtp_1" \
    drc_errors 0 \
    switching_share 0.205 \
    overflow 0 \
    skew_ns 0 \
    switchingPower_w 0.000152 \
    report.final.setup_viol 1 \
    drt-total-wl_um 990 \
    numSynthFlops 9 \
    max_freq_ghz 0.908 \
    reg2reg_setup_slack_ns 0.27 \
    rr_endpoint "CRCOut[7]" \
    timing.final.ws_setup_ns -0.000965 \
    ff_latch_area_um2 225 \
    required_ns 0.88 \
    hpwl_um 838 \
    io_pins 27 \
    slew_violations 0 \
    ant_nets 0 \
    synth.avg_cell_area_um2 12.4 \
    finalHoldViolCount 0 \
    dieArea_um2 6400 \
    top_area_frac 0.570 \
    final-instance-count-excl-fill 104 \
    core_area_um2 3420 \
    via_per_inst 2.81 \
    synth_async_sr_flop_share 1.00 \
    ys_warn_count 1 \
    synth_cell_types 11 \
    cts_made_buffers 3 \
    cp_slowest_stage_delay_ns 0.40 \
    area_delta_synth_final_pct 74.4 \
    yosys_area_um2 395 \
    crit_top_cell "buf_6" \
    status "finished with violations" \
    logic_area_um2 110 \
    vias 292 \
    gp_congestion 0.715 \
    grt_pass1_vias 339 \
    synth_seq_share 0.570 \
    rr_worst_depth 2 \
    arrival_ns 0.88 \
    synth_cells 32 \
    die_h_um 80 \
    wl_per_cell_um 9.52 \
    pwr-share-comb 0.172 \
    diodes 0 \
    period_needed_ns 1.10 \
    violations "setup timing" \
    preCtsSetupSlack_ns -0.168 \
    fin_total_pwr_w 0.000745 \
    clockPowerShare 0.327 \
    min_path_type "in -> async" \
    drt_iter0_drc 1 \
    cp_slowest_cell "dfrtp_1" \
    netlist_area_um2 395 \
    max_cap_violations 0 \
    end_kind "output port" \
    setup_tns_ns -0.000965 \
    path_clk_slew_ns 0.06 \
    htree_levels 1 \
    p_int_w 0.000593 \
    grt_max_degree 10 \
    clock_path_buffers 2 \
    fp_util 0.116 \
    crit_start "CRCOut[7]" \
    power_density_nw_per_um2 1080 \
    tool_warnings 27 \
    crit_chain "buf_6 > buf_6" \
    grt_pass1_wl_mm 1.66 \
    cts_root_buffer "clkbuf_4" \
    rsz0062_at_grt "true" \
    post-synth-top-count-cell "dfrtp_1" \
    cts_tree "built" \
    ys_cells 32 \
    cp_max_fo 3 \
    timing.rr.start "CRCOut[7]" \
    leakage_nw 0.302 \
    synth-edff-count 0 \
    antenna_found_initial 0 \
    rows 21 \
    first_pass_iters 2 \
    dp.cells 98 \
    yosys-top-cells-count "dfrtp_1, buf_4, a21oi_1, nor2_1" \
    drive_gt1_frac 0.259 \
    postCtsHoldBufs 0 \
]
[critical path, delay by kind of cell (launching register included)]
family | cells | cell delay (ns)
flops | 1 | 0.40
buf+inv | 2 | 0.23
[routing by layer]
layer  GRT usage  share of wire  vias up  wire length (µm)
met4     0.00176              0        0                 0
met1      0.0372           0.42      129               414
met5           0              0        -                 0
met2      0.0433           0.39       21               384
li1            -              -      142                 -
met3      0.0341           0.19        0               191
[stage by stage]
step | area, µm² | hold WS, ns | util
global placement | 643 | 0.492 | 0.188
global route | 689 | 0.279 | 0.202
CTS | 681 | 0.246 | 0.199
detailed placement | 643 | 0.499 | 0.188
finish | 689 | 0.241 | 0.202
floorplan | 407 | 0.0479 | -
[area by class of cell]
| cell class | count | share of cell area |
|---|---|---|
| clock buffers | 4 | 0.0381 |
| multi-input cells | 16 | 0.160 |
| repair buffers | 27 | 0.381 |
| well taps | 46 | 0.0835 |
| flip-flops and latches | 9 | 0.327 |
| inverters | 2 | 0.0109 |
[cells by family after synthesis]
| group | count (synthesis) | synth area share |
|---|---|---|
| compound gates | 3 | 0.0380 |
| flops | 9 | 0.570 |
| mux | 5 | 0.158 |
| simple gates | 4 | 0.0443 |
| buf+inv | 10 | 0.180 |
| other cells | 1 | 0.00948 |
[power groups by stage]
| stage | sequential [W] | clock (W) | combinational (W) |
|---|---|---|---|
| after CTS | 0.000373 | 0.000264 | 0.000131 |
| final | 0.000374 | 0.000244 | 0.000128 |
| after global routing | 0.000377 | 0.000285 | 0.000143 |
[timing repair]
| action | in CTS | in global routing |
|---|---|---|
| hold endpoints to repair | 0 | 0 |
| setup buffers | 3 | 0 |
| resized | 23 | 9 |
| endpoints found under the setup margin | 12 | 6 |
[worst max path at each step]
stage,to,slack [ns],cells past startpoint
after CTS,CRCOut[6],-0.14,2
after global routing,CRCOut[7],-0.05,2
final,CRCOut[7],-0.001,2
[cell usage in the layout (no fill, tap or decap)]
| cell | instances |
|---|---|
| dfrtp_1 | 9 |
| clkdlybuf4s50_1 | 10 |
| nor2_1 | 3 |
| mux2i_1 | 1 |
| clkbuf_2 | 1 |
| buf_4 | 3 |
| or2_1 | 1 |
| clkdlybuf4s15_1 | 9 |
| buf_6 | 4 |
| inv_1 | 2 |
| a21oi_1 | 3 |
| mux2_4 | 2 |
| conb_1 | 4 |
| mux2_2 | 2 |
| clkbuf_1 | 1 |
| clkbuf_4 | 3 |
No activity file was given, so power comes from the tool's default toggle rates.
