<file path="/design/flow/run.sh">
#!/bin/bash
# OpenROAD 26Q1-2900-gdf79404cd8, Yosys 0.63+post, stock flow scripts
make -C /OpenROAD-flow-scripts/flow DESIGN_CONFIG=/design/flow/config.mk WORK_HOME=/design/flow/orfs finish
</file>
<file path="/design/flow/constraint.sdc">
current_design CRC16v2

set clk_period 6.7
set clk_io_pct 0.2

create_clock -name clk0 -period $clk_period [get_ports {clk}]

set non_clock_inputs [all_inputs -no_clocks]
set_input_delay [expr $clk_period * $clk_io_pct] -clock clk0 $non_clock_inputs
set_output_delay [expr $clk_period * $clk_io_pct] -clock clk0 [all_outputs]
</file>
<file path="/design/flow/config.mk">
export PLATFORM = sky130hd
export DESIGN_NAME = CRC16v2
export DESIGN_NICKNAME = CRC16v2
export VERILOG_FILES = /design/flow/design.v
export SDC_FILE = /design/flow/constraint.sdc
export NUM_CORES = 4
export LEC_CHECK = 1
export CORE_UTILIZATION = 40
</file>
<file path="/design/flow/design.v">
module CRC16v2(
	input wire [7:0] data,
	input wire clk,
	input wire rst,
	input wire enable,
	output reg [15:0] CRCOUT);
	parameter Ploy = 16'h8408;
	reg [15:0] crc_reg = 16'h6363;
	reg [7:0] data_reg = 8'b0;
	integer counter = 0;
	reg temp = 1'b1;
	always @(posedge clk or posedge rst) begin
		if (rst) begin
			crc_reg = 16'h6363;
			data_reg = 8'b0;
			counter = 0;
		end
		else if (enable == 0) begin
			crc_reg = 16'h6363;
			data_reg = 8'b0;
			counter = 0;
		end		
		else if (enable) begin
			case(counter)
				0: begin
					data_reg = data;
					crc_reg[7:0] = crc_reg[7:0]^data_reg;
				end
				8: begin
					temp = crc_reg[0];
					crc_reg=crc_reg>>1;
					if(temp == 1) crc_reg = crc_reg^Ploy;
					CRCOUT[7:0] = crc_reg[15:8];
					CRCOUT[15:8] = crc_reg[7:0];
				end
				default: begin
					temp = crc_reg[0];
					crc_reg = crc_reg>>1;
					if(temp == 1) crc_reg = crc_reg^Ploy;
				end
			endcase
			if(counter == 8) counter = 0;
			else counter = counter + 1;
		end
	end
endmodule  
</file>
==> results.yml <==
# flow metrics
run_status:
  run_status: "complete, no violations"
worst_setup_path:
  crit_arrival_ns: 3.21
  timing.setup.critical_path_class: "input port to flip-flop"
  worst_setup_path_end_kind: "flip-flop"
  critPathBufInv: 2
  crit_family: "buffers and inverters"
  cp.required_ns: 6.95
  cp_max_fo: 27
  path_cells: "clkdlybuf4s50_1 -> o21ai_2 -> buf_4 -> a21oi_1"
  cp-start-kind: "input port"
  crit_slowest_cell: "clkdlybuf4s50_1"
  critical-path-max-stage-delay_ns: 1.00
clock_network:
  number_of_clock_sinks_seen_by_cts: 64
  cts-hold-fix-buffers: 0
  cts_resized: 0
  buffers_from_clock_root_to_sink_at_most: 2
  cts_tree: "yes"
  cts.reportedPaths.clkPinSlew_ns: 0.07
  post-cts-setup-buffer-count: 0
  tritoncts.num_buffers: 9
  h_tree_levels: 3
  root_buffer: "clkbuf_8"
  worstSkewPairLatency_ns: 0.33
pwr:
  power.density_cell_area_nw_per_um2: 236
  intPower_mw: 0.667
  switchingPower_mw: 0.201
  sequentialPowerShare_pct: 50.9
  max-vdd-ir-drop_mv: 0.0860
  power_switching_share_pct: 23.2
  cellLeakagePower_nw: 1.40
  power.clock.fraction_pct: 40.7
  pwr-share-comb_pct: 8.4
placed_design:
  place_hpwl_um: 4150
  place.port_buffers: 26
  finalWeightedCongestion: 0.830
logic_synthesis:
  yosys.stat.seqShare_pct: 54.2
  synthesis.area_um2: 3120
  netlist_top_cells_area: "dfrtp_1 32%, edfxtp_1 15%, dfstp_2 6.7%"
  yosys_chip_area_um2: 3120
  ys_warn_count: 1
  synth.largest_area_cell: "dfrtp_1"
  yosys-stat-cells: 295
  postSynth.asyncResetShare_pct: 75.0
  synth-edff-count: 16
  flop_cell: "dfrtp_1"
  netlist_instances: 295
  top_cell: "dfrtp_1"
  synthDistinctLibCells: 34
  postSynthAreaPerCell_um2: 10.6
  synth-seq-cells: 64
  synth_top_area_share_pct: 32.1
  most_frequent_cells_after_synthesis: "40 x dfrtp_1, 26 x nand2_1, 21 x a21oi_1"
cells_and_area:
  areaGrowthSynthToFinish_pct: 18.1
  num-fill-cells: 644
  largest_register_ffs: 32
  final_core_utilization_pct: 49.8
  drive_gt1_share_pct: 11.7
detailed_routing:
  detail_route.drc_violations: 0
  first_iter_violations: 90
  detail-route-antenna-nets: 0
  wirelength_um: 6140
  drt-wirelength-per-cell_um: 14.5
  route.antenna.diode_count: 0
  drt_pass1_iterations: 4
  vias: 2304
  via_per_inst: 5.45
die:
  die_height_um: 90.3
  core-area_um2: 7410
  design.portCount: 27
  rows: 31
  die-width_um: 90.3
  initial_utilization_pct: 42.1
  floorplan.die_area_um2: 8160
sta:
  report.final.setup_viol: 0
  setup-tns-final_ns: 0
  worstMarginPinSlew_ns: 0.815
  fin_crit_share_pct: 44.1
  timing_max_transition_violations_final: 0
  max_clock_freq_mhz: 338
  timing.final.crit_period_ns: 2.96
  timing.final.hold_violations: 0
  grt_setup_unrepaired: "no"
  clock_skew_ns: 0.00732
  timing.slew.headroom_pct: 45.5
global_routing:
  antenna_found_initial: 0
  grt_pass1_wl_um: 10500
  grt_remaining_overflow: 0
  grt.met2_usage_pct: 23.2
  global_route.peak_usage_layer: "met1"
  grt_util_met3_pct: 3.76
  grt_use_met1_pct: 27.7
  track_usage_pct: 16.5
  grt_max_degree: 30
  vias_in_the_first_global_route: 2149
min_path:
  hold_path.class: "flip-flop to flip-flop"
flow_run:
  drv_cap: 0
  stage_log_warnings: 26
[cell usage in the layout (no fill, tap or decap), types with 11 or more instances in the layout]
cell type        netlist  routed
dfrtp_1               40      40
edfxtp_1              16      16
or4_1                 11      11
nand4_1               13      13
clkdlybuf4s50_1        0      26
mux2i_1               12      12
xor2_1                13      13
a21oi_1               21      21
nor2_1                17      17
nand2_1               26      26
nor4_1                17      17
[routing by layer]
layer	routed length [um]	part of all wire, %	up-vias
met5	0	0	-
met4	118	1.9	0
met3	346	5.6	10
met2	2630	43	64
met1	3040	50	1087
li1	-	-	1143
[logic make-up (layout without fill, tap and decap cells)]
family,after synthesis,in the layout,synth area share (%)
compound gates,43,43,7.82
xor+xnor,23,23,6.45
fa+ha+maj,2,2,0.801
buf+inv,26,55,3.57
flops,64,64,54.2
mux,12,12,3.85
simple gates,125,125,23.3
[path summary, 6_finish.rpt]
check / start / endpoint / slack, ns / cells after the start
setup / recovery: enable / counter[30] / 3.74 / 4
max in group asynchronous: rst / crc_reg[0] / 4.50 / 3
hold / removal: crc_reg[12] / CRCOUT[3] / 0.46 / 0
min in group asynchronous: rst / crc_reg[2] / 1.42 / 2
setup reg to reg: counter[28] / counter[30] / 4.11 / 5
hold reg to reg: crc_reg[12] / CRCOUT[3] / 0.46 / 0
[cell type report]
class	count	area, um2	area share (%)
Clock buffer	10	128	3.46
Inverter	9	33.8	0.916
Tap cell	99	124	3.36
Timing Repair Buffer	30	290	7.88
Multi-Input combinational cell	205	1330	36.2
Sequential cell	64	1690	45.9
Clock inverter	6	85.1	2.31
[worst reg2reg max path, stage by stage, from the launching register on]
cell and delay, ns:
dfrtp_1 0.44, nor4_1 0.54, nand4_1 0.42, o21ai_2 0.63, buf_4 0.36, a21oi_1 0.08
[power groups by stage]
| stage | registers (mW) | logic, mW | clock network [mW] |
|---|---|---|---|
| CTS | 0.443 | 0.0742 | 0.365 |
| global route | 0.445 | 0.0826 | 0.380 |
| finish | 0.442 | 0.0730 | 0.353 |
[metrics by stage]
stage / area [um2] / worst slack [ns] / hold WS [ns] / power (mW) / std cells
2_1_floorplan: 3120 / 2.67 / 0.425 / 0.498 / 295
5_1_grt: 3690 / 3.58 / 0.470 / 0.908 / 423
6_report: 3690 / 3.74 / 0.465 / 0.869 / 423
4_1_cts: 3690 / 3.76 / 0.466 / 0.882 / 423
3_5_place_dp: 3470 / 3.41 / 0.461 / 0.524 / 407
3_3_place_gp: 3470 / 3.45 / 0.455 / 0.524 / 407
Power figures rest on the tool's default switching activity, not on a simulated workload.
