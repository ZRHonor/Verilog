## /design/flow/run.sh

```bash
#!/bin/bash
# OpenROAD 26Q1-2900-gdf79404cd8, Yosys 0.63+post, stock flow scripts
make -C /OpenROAD-flow-scripts/flow DESIGN_CONFIG=/design/flow/config.mk WORK_HOME=/design/flow/orfs finish
```

## /design/flow/config.mk

```make
export PLATFORM = sky130hd
export DESIGN_NAME = counter
export DESIGN_NICKNAME = counter
export VERILOG_FILES = /design/flow/design.v
export SDC_FILE = /design/flow/constraint.sdc
export NUM_CORES = 4
export LEC_CHECK = 1
export CORE_AREA = 10 10 70 70
export DIE_AREA = 0 0 80 80
```

## /design/flow/constraint.sdc

```tcl
current_design counter

set clk_period 3.1
set clk_io_pct 0.2

create_clock -name clk0 -period $clk_period [get_ports {clk}]

set non_clock_inputs [all_inputs -no_clocks]
set_input_delay [expr $clk_period * $clk_io_pct] -clock clk0 $non_clock_inputs
set_output_delay [expr $clk_period * $clk_io_pct] -clock clk0 [all_outputs]
```

## /design/flow/design.v

```verilog
module counter(qout,reset,clk,ctrl); 
	output reg [3:0] qout;
	input wire clk,reset;
        input wire [1:0] ctrl;
	always @(posedge clk or negedge reset) 
	begin
		if (~reset)
			qout <= 9'h00; 
                else 
            begin case(ctrl)
              00: qout<= qout + 1;
              01: qout<= qout + 2;
              2: qout<= qout - 1;
              3: qout<= qout - 2;
              default: qout<=3;
                  endcase
            end
	end
endmodule
```

==> impl_metrics.xml <==
<?xml version="1.0" encoding="UTF-8"?>
<metrics>
  <group name="outcome">
    <metric name="run_status" unit="">complete, no violations</metric>
  </group>
  <group name="sta">
    <metric name="layout_min_cycle_time" unit="ns">2.131</metric>
    <metric name="finalWorstSetupSlack" unit="ns">0.9689</metric>
    <metric name="clock.fmax" unit="GHz">0.4692</metric>
    <metric name="worst_slew_margin_rel" unit="%">75.25</metric>
    <metric name="final-hold-violation-count" unit="">0</metric>
    <metric name="final.setup.tns" unit="ns">0</metric>
    <metric name="worst_slew_pin_slew" unit="ns">0.3701</metric>
    <metric name="setup_repair_after_global_routing_missed_its_margin" unit="">no</metric>
    <metric name="final_max_slew_viols" unit="">0</metric>
    <metric name="final-setup-viol-count" unit="">0</metric>
    <metric name="final.period_utilization" unit="%">68.74</metric>
    <metric name="finClkSkew" unit="ns">0.0001942</metric>
  </group>
  <group name="place">
    <metric name="port_buffers" unit="">7</metric>
    <metric name="dp_slack" unit="ns">0.7275</metric>
    <metric name="post-dp-hpwl" unit="um">509.7</metric>
    <metric name="gp_routability_congestion" unit="">0.7029</metric>
  </group>
  <group name="detailed_routing">
    <metric name="routedWlPerCell" unit="um">7.671</metric>
    <metric name="route.antenna.diode_count" unit="">0</metric>
    <metric name="detail_route.drc_violations" unit="">0</metric>
    <metric name="num_vias" unit="">197</metric>
    <metric name="drtAntennaViolNets" unit="">0</metric>
    <metric name="initialDrtViolationCount" unit="">20</metric>
    <metric name="drt_first_pass_iters" unit="">3</metric>
    <metric name="vias_per_cell" unit="">2.494</metric>
    <metric name="finalWirelength" unit="um">606</metric>
  </group>
  <group name="power_and_ir_drop">
    <metric name="cellLeakagePower" unit="nW">0.1554</metric>
    <metric name="cell_internal_pwr" unit="mW">0.2410</metric>
    <metric name="p_switching" unit="mW">0.1242</metric>
    <metric name="power.ir.vdd_worst" unit="mV">0.2014</metric>
    <metric name="swShare" unit="%">34.00</metric>
    <metric name="power_density" unit="nW/um2">876.4</metric>
    <metric name="power.share.combinational" unit="%">50.6</metric>
    <metric name="power.sequential.fraction" unit="%">32.1</metric>
    <metric name="share_clk_of_total_power" unit="%">17.4</metric>
  </group>
  <group name="floorplanning">
    <metric name="fp.dieH" unit="um">80</metric>
    <metric name="effective_utilization_at_floorplan" unit="%">8.132</metric>
    <metric name="rows" unit="">21</metric>
    <metric name="boundaryPins" unit="">8</metric>
    <metric name="dieArea" unit="um2">6400</metric>
    <metric name="placeableCoreArea" unit="um2">3416</metric>
    <metric name="die_x" unit="um">80</metric>
  </group>
  <group name="global_routing">
    <metric name="vias_in_the_first_global_route" unit="">224</metric>
    <metric name="pin_count_of_the_biggest_net_entering_global_routing" unit="">9</metric>
    <metric name="global_route.overflow_total" unit="">0</metric>
    <metric name="grt.total_usage" unit="%">2.067</metric>
    <metric name="wire_length_of_the_first_global_routing_pass" unit="um">1028</metric>
    <metric name="antenna_violations_before_repair" unit="">0</metric>
  </group>
  <group name="cts">
    <metric name="ctsHoldBuffers" unit="">0</metric>
    <metric name="cts_buffers" unit="">3</metric>
    <metric name="post_cts_buffers" unit="">0</metric>
    <metric name="post_cts_resized" unit="">0</metric>
    <metric name="clock_latency" unit="ns">0.23</metric>
    <metric name="cts_buffer_depth" unit="">2</metric>
    <metric name="cts.htree.levels" unit="">1</metric>
    <metric name="cts.sink_count" unit="">4</metric>
    <metric name="tritoncts_clock_tree" unit="">built</metric>
    <metric name="path_clk_slew" unit="ns">0.04</metric>
    <metric name="cts_root_buffer" unit="">clkbuf_4</metric>
  </group>
  <group name="synth">
    <metric name="synth_flop_count" unit="">4</metric>
    <metric name="synth.cellmix.xorXnorShare" unit="%">15.77</metric>
    <metric name="syn_area_per_cell" unit="um2">11.57</metric>
    <metric name="synth_warnings" unit="">1</metric>
    <metric name="synth_compound_gate_area_share" unit="%">13.51</metric>
    <metric name="post_synth_inst_count" unit="">24</metric>
    <metric name="synth_adder_area_share" unit="%">11.71</metric>
    <metric name="synth_area" unit="um2">277.8</metric>
    <metric name="yosysUniqueCellTypes" unit="">16</metric>
    <metric name="ys_seq_share" unit="%">36.04</metric>
    <metric name="main_combinational_cell_family_by_area_after_synthesis" unit="">XOR/XNOR gates</metric>
    <metric name="synth_mux_share" unit="%">11.26</metric>
    <metric name="synthSimpleGateAreaFrac" unit="%">4.955</metric>
    <metric name="yosys_cells" unit="">24</metric>
    <metric name="yosysChipArea" unit="um2">277.8</metric>
  </group>
  <group name="worst_setup_path">
    <metric name="critical_path.endpoint_type" unit="">flop</metric>
    <metric name="worstSetupPathType" unit="">in2reg</metric>
    <metric name="worst_setup_path_start_kind" unit="">input port</metric>
    <metric name="critical_path_cell_sequence" unit="">clkdlybuf4s50_1 -&gt; nand2_1 -&gt; fa_1 -&gt; a21oi_1 -&gt; o31ai_2 -&gt; xnor2_1</metric>
    <metric name="worst_ep_arrival_time" unit="ns">2.24</metric>
    <metric name="path_max_fanout" unit="">8</metric>
    <metric name="crit_path_top_delay_cell" unit="">clkdlybuf4s50_1</metric>
    <metric name="worstPathRequired" unit="ns">3.21</metric>
    <metric name="critical_path.n_buffers_inverters" unit="">1</metric>
    <metric name="crit_family" unit="">buffers and inverters</metric>
    <metric name="worst_path_largest_cell_delay" unit="ns">0.69</metric>
  </group>
  <group name="finish">
    <metric name="area_growth_syn_to_layout" unit="%">50.00</metric>
    <metric name="regMostFlops" unit="">qout</metric>
    <metric name="largest_register_ffs" unit="">4</metric>
    <metric name="layout_top_registers" unit="">qout: 4 flops</metric>
    <metric name="final_layout_size_suffix_gt1_share" unit="%">18.18</metric>
  </group>
  <group name="flow_run">
    <metric name="drv_cap" unit="">0</metric>
    <metric name="openroad.warnings" unit="">25</metric>
  </group>
  <group name="hold_path">
    <metric name="hp-class" unit="">reg2reg</metric>
  </group>
</metrics>
-- through the flow --
stage                     power, mW  area, um2  util (%)  instances  hold slack [ns]
after floorplan              0.2203      277.8         -         24           0.3244
after global placement       0.2978      394.1     11.54         76           0.5481
after detailed placement     0.3053      394.1     11.54         76           0.5529
after CTS                    0.3733      416.7     12.20         79           0.5625
after global routing         0.4101      416.7     12.20         79           0.5751
final                        0.3651      416.7     12.20         79           0.5578
-- power groups by stage --
stage / combinational (mW) / sequential (mW) / clock [mW]
finish: 0.185 / 0.117 / 0.0634
global route: 0.216 / 0.123 / 0.0704
CTS: 0.188 / 0.118 / 0.0675
-- logic make-up after synthesis --
logic type                 Yosys count
buffers and inverters                3
xor gates and xnor gates             5
muxes                                3
adders and majority gates            2
DFF                                  4
AOI/OAI and AO/OA                    4
and+or+nand+nor                      3
-- cell usage after synthesis, drive strengths merged --
master / instances / share of area [%]
nor2b: 1 / 2.3
fa: 1 / 7.2
xor2: 1 / 3.2
inv: 2 / 2.7
mux2i: 2 / 7.2
o21a: 1 / 2.7
a21oi: 1 / 1.8
buf: 1 / 4.1
nor2: 1 / 1.4
nand2: 1 / 1.4
dfrtp: 4 / 36
mux2: 1 / 4.1
xnor2: 4 / 13
o31ai: 1 / 4.5
a211oi: 1 / 4.5
ha: 1 / 4.5
-- worst paths after layout --
check	from	to	slack, ns	depth (start not counted)
max in group asynchronous	reset	qout[1]	2.33	1
worst max register to register	qout[1]	qout[3]	1.58	5
worst max-delay path	ctrl[0]	qout[3]	0.97	6
worst min-delay path	qout[0]	qout[0]	0.56	1
worst min register to register	qout[0]	qout[0]	0.56	1
min in group asynchronous	reset	qout[0]	0.60	1
-- worst register-to-register path, stage by stage, from the launching register on --
cell and delay (ns):
dfrtp_1 0.42, inv_1 0.12, fa_1 0.43, a21oi_1 0.20, o31ai_2 0.10, xnor2_1 0.13
-- per-layer routing --
metal	share of wire, %	vias to the layer above	track usage, %
met5	0	-	0
met4	0	0	0.3521
met3	27	0	2.841
met2	24	15	1.846
met1	49	85	2.614
li1	-	97	-
-- layout by cell type (no fill, tap or decap) --
cell and instances:
xnor2_1 4, clkbuf_4 3, xor2_1 1, mux2_2 1, nor2b_1 1, a211oi_2 1
a21oi_1 1, inv_1 2, nand2_1 1, o21a_1 1, mux2i_1 2, ha_1 1
o31ai_2 1, dfrtp_1 4, nor2_1 1, fa_1 1, clkdlybuf4s50_1 7
-- cell type report --
class                           instances  area [um2]
Inverter                                2       7.507
Fill cell                             401        2999
Clock buffer                            3       22.52
Timing Repair Buffer                    7       70.07
Tap cell                               46       57.56
Multi-Input combinational cell         17       158.9
Sequential cell                         4       100.1
Power and IR drop assume default switching activity.
